==> ./design.v <==
module chars_lib(
    input [3:0] index,   
    output reg [6:0] char0,
    output reg [6:0] char1,
    output reg [6:0] char2,
    output reg [6:0] char3
);
    reg [6:0] A, B, C, D, E, F, R, U, L, N, T, S, O;
    initial begin
        A = 7'b1110111;  
        B = 7'b1111100;  
        C = 7'b0111001;  
        D = 7'b1011110;  
        E = 7'b1111001;  
        F = 7'b1110001;  
        L = 7'b0111000;  
        N = 7'b1010100;  
        R = 7'b1010000;  
        T = 7'b1111000;  
        U = 7'b0111110;  
        S = 7'b1011011;  
        O = 7'b0111111;  
    end
    always @(*) begin
        case(index)
            0: {char3, char2, char1, char0} = {F, R, E, E};          
            1: {char3, char2, char1, char0} = {A, U, T, O};          
            2: {char3, char2, char1, char0} = {L, R, N, 7'b0000000};  
            3: {char3, char2, char1, char0} = {A, 7'b0000000, 7'b0000000, 7'b0000000};  
            4: {char3, char2, char1, char0} = {B, 7'b0000000, 7'b0000000, 7'b0000000};  
            5: {char3, char2, char1, char0} = {C, 7'b0000000, 7'b0000000, 7'b0000000};  
            6: {char3, char2, char1, char0} = {D, 7'b0000000, 7'b0000000, 7'b0000000};  
            7: {char3, char2, char1, char0} = {S, E, T, 7'b0000000};  
            default: {char3, char2, char1, char0} = {7'b0000000, 7'b0000000, 7'b0000000, 7'b0000000};  
        endcase
    end
endmodule
module display_chars(
    input clk,
    input rst,
    input [3:0] index,   
    output reg [6:0] seg,   
    output reg [3:0] digit_select   
);
    wire [6:0] char0, char1, char2, char3;
    chars_lib my_chars_lib(
        .index(index),
        .char0(char0),
        .char1(char1),
        .char2(char2),
        .char3(char3)
    );
    reg [16:0] counter;
  reg [1:0]counter_select;
  always @(posedge clk or posedge rst) begin
    if (rst) begin
      counter <= 0;
      counter_select <= 0;
    end else if (counter == 10_000) begin
      counter <= 0;
      counter_select <= counter_select + 1;
    end else begin
      counter <= counter + 1;
    end
  end
  always @(counter_select) begin
    case (counter_select)
        2'b0:  begin
        seg <= char0;
        digit_select <= 4'b0001;
        end
        2'b1:  begin
        seg <= char1;
        digit_select <= 4'b0010;
        end
        2'b10:  begin
        seg <= char2;
        digit_select <= 4'b0100;
        end
        2'b11:  begin
        seg <= char3;
        digit_select <= 4'b1000;
        end
        default: begin
        seg <= 7'b0000000;
        digit_select <= 4'b0000;
        end
    endcase
  end
endmodule
==> ./run.sh <==
#!/bin/bash
# OpenROAD 26Q1-2900-gdf79404cd8, Yosys 0.63+post, stock flow scripts
make -C /OpenROAD-flow-scripts/flow DESIGN_CONFIG=/design/flow/config.mk WORK_HOME=/design/flow/orfs finish
==> ./config.mk <==
export PLATFORM = sky130hd
export DESIGN_NAME = display_chars
export DESIGN_NICKNAME = display_chars
export VERILOG_FILES = /design/flow/design.v
export SDC_FILE = /design/flow/constraint.sdc
export NUM_CORES = 4
export LEC_CHECK = 1
export CORE_AREA = 10 10 90 90
export DIE_AREA = 0 0 100 100
==> ./constraint.sdc <==
current_design display_chars

set clk_period 4.7
set clk_io_pct 0.2

create_clock -name clk0 -period $clk_period [get_ports {clk}]

set non_clock_inputs [all_inputs -no_clocks]
set_input_delay [expr $clk_period * $clk_io_pct] -clock clk0 $non_clock_inputs
set_output_delay [expr $clk_period * $clk_io_pct] -clock clk0 [all_outputs]
==> results.sh <==
# flow metrics
export IMPL_tns_ns=0
export IMPL_fp_util_pct=20.39
export IMPL_synthTopCellsByCount="dfrtp_1 (19), nor2_1 (18), xnor2_1 (11)"
export IMPL_area_sequential_um2=475.5
export IMPL_syn_to_final_growth_pct=21.80
export IMPL_edf_count=0
export IMPL_r2r_end="counter[16]"
export IMPL_final_cell_count_no_fill=235
export IMPL_vias=1037
export IMPL_holdPathEnd="counter[15]"
export IMPL_fp_coreArea_um2=6277
export IMPL_detail_route_antenna_nets=0
export IMPL_hp_class="reg -> reg"
export IMPL_wirelength_um=2814
export IMPL_drc=0
export IMPL_synth_stat_cells=143
export IMPL_antenna_found_initial=0
export IMPL_drt_wirelength_per_cell_um=11.97
export IMPL_place_congestion=0.8573
export IMPL_finalClockPeriodUsage_pct=84.15
export IMPL_end_kind="primary output"
export IMPL_worstPathRequired_ns=3.76
export IMPL_holdPathStages=1
export IMPL_synth_cell_types=42
export IMPL_logic_area_um2=743.2
export IMPL_r2r_cells=6
export IMPL_n_antenna_cell=0
export IMPL_cts_tree="done"
export IMPL_grt_ovfl_total=0
export IMPL_cts_max_level=1
export IMPL_clk_pin_slew_ns=0.07
export IMPL_grt_pass1_wl_um=4830
export IMPL_cts_root_buf="clkbuf_8"
export IMPL_fp_dieH_um=100
export IMPL_p_per_area_nw_per_um2=194.0
export IMPL_drv_slew=0
export IMPL_cts_setup_buffers=0
export IMPL_ys_seq_share_pct=37.15
export IMPL_setup_viol=0
export IMPL_clock_latency_ns=0.26
export IMPL_chip_area_um2=10000
export IMPL_ys_flop_type="dfrtp_1"
export IMPL_via_per_inst=4.413
export IMPL_layout_min_cycle_time_ns=3.955
export IMPL_io_buffers=16
export IMPL_yosysWarnings=2
export IMPL_cp_data_arrival_time_ns=3.01
export IMPL_cts_buffers=3
export IMPL_die_w_um=100
export IMPL_ys_area_um2=1280
export IMPL_ir_drop_mv=0.1608
export IMPL_post_dp_hpwl_um=1981
export IMPL_grt_start_max_net_pins=20
export IMPL_hold_violations=0
export IMPL_start_kind="primary input"
export IMPL_slew_headroom_pct=54.02
export IMPL_worst_r2r_startpoint="counter[0]"
export IMPL_ctsLongestPathBuffers=2
export IMPL_clock_skew_ns=0.005040
export IMPL_syn_area_per_cell_um2=8.951
export IMPL_status="finished, final reports clean"
export IMPL_max_cap_viol_count=0
export IMPL_cp_max_fo=14
export IMPL_leakagePower_nw=0.5769
export IMPL_yosysMostFrequentCell="dfrtp_1"
export IMPL_top_cell_area_share_pct=37.15
export IMPL_dp_cells=231
export IMPL_synthCells=143
export IMPL_num_rows=29
export IMPL_drtPass1Iterations=4
export IMPL_grt_usage_pct=5.574
export IMPL_grt_pass1_vias=952
export IMPL_rsz0062_at_grt="no"
export IMPL_synthesis_area_um2=1280
export IMPL_postCtsHoldBufs=0
export IMPL_drive_above_1_share_pct=8.228
export IMPL_tightestPinTransition_ns=0.6889
export IMPL_yosysTopAreaCell="dfrtp_1"
export IMPL_synthArstFlopShare_pct=100.0
export IMPL_fmax_mhz=252.8
export IMPL_io_pins=17
export IMPL_topCellsByArea="dfrtp_1 (37%), xnor2_1 (7.5%), ha_1 (5.9%)"
export IMPL_fillCellCount=662
export IMPL_hp_start="counter[15]"
export IMPL_first_iter_violations=51
export IMPL_ys_ff=19
export IMPL_clkSinkCount=19
export IMPL_tool_warnings=29
export IMPL_path_class="in -> out"
export IMPL_r2r_setup_slack_ns=2.77
export IMPL_cts_repair_resized=0
how the worst max path moves through the flow:
stage	from	endpoint	slack (ns)
after CTS	index[0]	seg[6]	0.75
final	index[0]	seg[6]	0.75
after global routing	index[2]	seg[6]	0.57
flip-flops by register name, summed over array words and instances, names as in the netlist:
| name | cells |
|---|---|
| counter | 17 |
| counter_select | 2 |
cell usage in the layout (no fill, tap or decap), drive strengths merged, types with 3 or more instances in the layout:
master and n:
clkbuf 3, nor2 19, xor2 3, a31oi 4, o21ai 8, nor4 3, a21oi 3, ha 6
nand3 8, clkdlybuf4s50 16, a221oi 3, inv 10, nand2 8, nor4b 3, xnor2 11, dfrtp 19
per-stage QoR:
step / worst slack (ns) / total power [mW] / utilization (%) / area, µm² / hold WS (ns)
6_report: 0.7451 / 0.3024 / 24.84 / 1559 / 0.5137
5_1_grt: 0.5667 / 0.3176 / 24.84 / 1559 / 0.5366
4_1_cts: 0.7466 / 0.3056 / 24.84 / 1559 / 0.5128
3_5_place_dp: 0.7489 / 0.1916 / 24.10 / 1513 / 0.5000
3_3_place_gp: 0.7763 / 0.1917 / 24.10 / 1513 / 0.4941
2_1_floorplan: 2.130 / 0.1789 / - / 1280 / 0.4665
power breakdown:
| group | internal, mW | switching (mW) | leakage (nW) |
|---|---|---|---|
| clock network | 0.0589 | 0.0554 | 0.0255 |
| logic | 0.0115 | 0.0132 | 0.296 |
| registers | 0.163 | 0 | 0.256 |
worst max-delay path, stage by stage:
cell and delay (ns):
clkdlybuf4s50_1 0.76, inv_1 0.11, or4_1 0.52, a31oi_1 0.19
clkdlybuf4s50_1 0.50
routing by layer:
layer | track usage [%] | wire length [µm] | vias up
met5 | 0 | 0 | -
met1 | 8.563 | 1471 | 479
met3 | 1.527 | 128 | 2
met4 | 0.3261 | 22 | 0
li1 | - | - | 542
met2 | 7.964 | 1192 | 14
logic make-up (layout without fill, tap and decap cells):
family,after synthesis,count (layout),synth area share [%]
compound gates,29,29,15.05
xor+xnor,14,14,9.580
flops,19,19,37.15
mux,2,2,1.662
simple gates,58,58,25.90
fa+ha+maj,6,6,5.865
buf+inv,15,30,4.790
layout make-up:
cell class	count	share of cell area [%]
multi-input combinational	109	47.67
sequential	19	30.50
timing repair buffer	16	10.27
tap	77	6.180
clock buffer	3	2.648
inverter	10	2.408
clock inverter	1	0.3210
Power figures rest on the tool's default switching activity, not on a simulated workload.
