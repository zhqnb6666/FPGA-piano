### design/flow/design.v
module buzzer (
    input  clk,
    input  rst,
    input key_on,
    input [4:0] key,
    output reg buzzer
);
reg [31:0] counter;
reg [31:0] freq [16:0]; 
initial begin
    freq[0] = 100000000 / 261 / 2;  
    freq[1] = 100000000 / 293 / 2;  
    freq[2] = 100000000 / 329 / 2;  
    freq[3] = 100000000 / 349 / 2;  
    freq[4] = 100000000 / 392 / 2;  
    freq[5] = 100000000 / 440 / 2;  
    freq[6] = 100000000 / 493 / 2;  
    freq[7] = 100000000 / 523 / 2;  
    freq[8] = 100000000 / 587 / 2;  
    freq[9] = 100000000 / 659 / 2;  
    freq[10] = 100000000 / 698 / 2;  
    freq[11] = 100000000 / 784 / 2;  
    freq[12] = 100000000 / 880 / 2;  
    freq[13] = 100000000 / 987 / 2;  
    freq[14] = 100000000 / 1046 / 2;  
    freq[15] = 100000000 / 1174 / 2;  
end
always @(posedge clk or posedge rst) begin
    if (rst) begin
        counter <= 0;
        buzzer <= 0;
    end else if (counter >= freq[key]) begin
        counter <= 0;
        buzzer <= ~buzzer;
    end else if(key_on)begin
        counter <= counter + 1;
    end else begin
        counter <= 0;
        buzzer <= 0;
    end
    end
endmodule
module Free_Top(
    input clk,   
    input rst,   
    input [7:0] key_input,     
    input higher_8,            
    input key_on,              
    output [7:0] led_output,   
    output higher_8_led,       
    output buzzer_output,      
    output [6:0] segment_output,  
    output [1:0] digit_select_output  
);
wire [3:0] key_out;
wire key_out_on;
wire [6:0] counter_value;
assign counter_value = key_out;
keyControl keyControlModule(
    .clk(clk),
    .rst(rst),
    .key_on(key_on),
    .key(key_input),
    .higher_8(higher_8),
    .key_out(key_out),
    .key_out_on(key_out_on)
);
ledControl ledModule(
    .clk(clk),
    .rst(rst),
    .current_track(key_out),  
    .playing(key_on),
    .higher_8_led(higher_8_led),
    .led_output(led_output)
);
buzzer buzzerModule(
    .clk(clk),
    .rst(rst),
    .key_on(key_out_on),  
    .key(key_out),        
    .buzzer(buzzer_output)
);
DisplayCounter displayCounterModule(
    .clk(clk),
    .rst(rst),
    .counter_value(counter_value),
    .seg(segment_output),
    .digit_select(digit_select_output)
);
endmodule
module keyControl (
    input clk,
    input rst,
    input key_on,
    input [7:0] key,
    input higher_8,
    output reg [3:0] key_out,
    output reg key_out_on
);
  always @(posedge clk or posedge rst) begin
    if (rst) begin
      key_out <= 0;
      key_out_on <= 0;
    end else if (key_on) begin
      key_out_on <= 1;
      if (~higher_8) begin
        case (key)
        8'h01:   key_out <= 0;
        8'h02:   key_out <= 1;
        8'h04:   key_out <= 2;
        8'h08:   key_out <= 3;
        8'h10:   key_out <= 4;
        8'h20:   key_out <= 5;
        8'h40:   key_out <= 6;
        8'h80:   key_out <= 7;
        default: key_out_on <= 0;
      endcase
      end else begin
        case (key)
        8'h01:   key_out <= 8;
        8'h02:   key_out <= 9;
        8'h04:   key_out <= 10;
        8'h08:   key_out <= 11;
        8'h10:   key_out <= 12;
        8'h20:   key_out <= 13;
        8'h40:   key_out <= 14;
        8'h80:   key_out <= 15;      
        default: key_out_on <= 0;
      endcase
      end
    end else begin
      key_out <= 0;
      key_out_on <= 0;
    end
  end
endmodule
module ledControl(
    input clk,
    input rst,
    input [3:0] current_track,
    input playing,
    output reg [7:0] led_output,
    output reg higher_8_led
);
  always @(posedge clk or posedge rst) begin
    if (rst) begin
      led_output <= 0;
    end else if (playing) begin
      case (current_track)
        4'h0, 4'h8: begin
          led_output <= 8'b00000001;
          higher_8_led <= (current_track >= 8) ? 1 : 0;
        end
        4'h1, 4'h9: begin
          led_output <= 8'b00000010;
          higher_8_led <= (current_track >= 8) ? 1 : 0;
        end
        4'h2, 4'hA: begin
          led_output <= 8'b00000100;
          higher_8_led <= (current_track >= 8) ? 1 : 0;
        end
        4'h3, 4'hB: begin
          led_output <= 8'b00001000;
          higher_8_led <= (current_track >= 8) ? 1 : 0;
        end
        4'h4, 4'hC: begin
          led_output <= 8'b00010000;
          higher_8_led <= (current_track >= 8) ? 1 : 0;
        end
        4'h5, 4'hD: begin
          led_output <= 8'b00100000;
          higher_8_led <= (current_track >= 8) ? 1 : 0;
        end
        4'h6, 4'hE: begin
          led_output <= 8'b01000000;
          higher_8_led <= (current_track >= 8) ? 1 : 0;
        end
        4'h7, 4'hF: begin
          led_output <= 8'b10000000;
          higher_8_led <= (current_track >= 8) ? 1 : 0;
        end
        default: begin
          led_output <= 0;
          higher_8_led <= 0;
        end
      endcase
    end else begin
      led_output <= 0;
    end
  end
endmodule
module DigitToSegment(
    input [3:0] digit,
    output reg [6:0] seg
);
    always @*
    begin
        case (digit)
            4'b0000: seg <= 7'b0111111;  
            4'b0001: seg <= 7'b0000110;  
            4'b0010: seg <= 7'b1011011;  
            4'b0011: seg <= 7'b1001111;  
            4'b0100: seg <= 7'b1100110;  
            4'b0101: seg <= 7'b1101101;  
            4'b0110: seg <= 7'b1111101;  
            4'b0111: seg <= 7'b0000111;  
            4'b1000: seg <= 7'b1111111;  
            4'b1001: seg <= 7'b1101111;  
            default:  seg <= 7'b0000000;  
        endcase
    end
endmodule
module DisplayCounter (
    input clk,
    input rst,
    input [6:0] counter_value,
    output reg [6:0] seg,
    output reg [1:0] digit_select
);
  reg [3:0] digit_0, digit_1;
  always @(posedge clk or posedge rst) begin
    if (rst) begin
      digit_0 <= 4'b0000;
      digit_1 <= 4'b0000;
    end else begin
      digit_0 <= counter_value % 10;
      digit_1 <= (counter_value / 10) % 10;
    end
  end
  wire [6:0] seg_0_wire, seg_1_wire;
  reg [6:0] seg_0, seg_1;
  DigitToSegment digit0 (
      digit_0,
      seg_0_wire
  );
  DigitToSegment digit1 (
      digit_1,
      seg_1_wire
  );
  always @(posedge clk) begin
    seg_0 <= seg_0_wire;
    seg_1 <= seg_1_wire;
  end
  reg [16:0] counter;
  reg counter_select;
  always @(posedge clk or posedge rst) begin
    if (rst) begin
      counter <= 0;
      counter_select <= 0;
    end else if (counter == 10_000) begin
      counter <= 0;
      counter_select <= counter_select + 1;
    end else begin
      counter <= counter + 1;
    end
  end
  always @(counter_select) begin
    case (counter_select)
       1'b0:  begin
        seg <= seg_0;
        digit_select <= 2'b01;
        end
        1'b1:  begin
        seg <= seg_1;
        digit_select <= 2'b10;
        end
        default: begin
        seg <= 7'b0000000;
        digit_select <= 2'b00;
        end
    endcase
  end
endmodule
### design/flow/run.sh
#!/bin/bash
# OpenROAD 26Q1-2900-gdf79404cd8, Yosys 0.63+post, stock flow scripts
make -C /OpenROAD-flow-scripts/flow DESIGN_CONFIG=/design/flow/config.mk WORK_HOME=/design/flow/orfs finish
### design/flow/config.mk
export PLATFORM = sky130hd
export DESIGN_NAME = Free_Top
export DESIGN_NICKNAME = Free_Top
export VERILOG_FILES = /design/flow/design.v
export SDC_FILE = /design/flow/constraint.sdc
export NUM_CORES = 4
export LEC_CHECK = 1
export CORE_UTILIZATION = 50
### design/flow/constraint.sdc
current_design Free_Top

set clk_period 6.2
set clk_io_pct 0.2

create_clock -name clk0 -period $clk_period [get_ports {clk}]

set non_clock_inputs [all_inputs -no_clocks]
set_input_delay [expr $clk_period * $clk_io_pct] -clock clk0 $non_clock_inputs
set_output_delay [expr $clk_period * $clk_io_pct] -clock clk0 [all_outputs]
==> run summary <==
The following summarizes the physical implementation.

Outcome
The flow ran to the end, and the final reports show no timing, DRC or antenna violations.

STA
Counting endpoints that fail hold in the final report gives 0. The shortest clock period the worst path allows after layout is 3.35 ns. The total of endpoints with negative setup slack in the final report is 0. Setup repair after global routing left no endpoint under its margin. Based on the critical path, the design can be clocked at up to 299 MHz. The sum of negative setup slack is 0 ns. The transition at the pin with the smallest max-transition slack is 0.702 ns.

The final tally of max-slew violations is 0. The clock arrives with 0.00951 ns of skew. Checking max transition, the worst relative margin is a little over half. The share of the clock period used by the worst path after layout is 54.0%.

Setup path
The critical path goes through inv_1, nor2_1, a21oi_1, o21a_1, ha_1, o211ai_1, a2111oi_0, o21ai_0, a31oi_1, buf_4, and3b_1. For this run, the slowest stage of the critical path takes 0.80 ns. The timing report attributes the biggest portion of critical-path delay to AND-OR/OR-AND gates.

STA lists the startpoint of the worst register-to-register path as keyControlModule.key_out[2]$_DFFE_PP0P_. The critical path launch point type is a flip-flop. The start-to-end type of the worst setup path is reg -> reg. The required time reported for the critical path endpoint is 6.44 ns.

The critical path depth in cells is 11. The cell count of the worst reg-to-reg path is 11. Per the timing report, the most critical flop-to-flop path finishes at buzzerModule.counter[15]$_DFF_PP0_. The slowest cell on the critical path is sky130_fd_sc_hd__dfrtp_1. The arrival time of the worst setup path is 3.59 ns. The first element of the critical path is keyControlModule.key_out[2]$_DFFE_PP0P_. OpenSTA lists the critical path endpoint as buzzerModule.counter[15]$_DFF_PP0_. The slack of the worst reg-to-reg path is 2.85 ns. The largest fanout on the critical path is 24. The nature of the critical path endpoint is a flip-flop.

The script reports the combined buffer and inverter count of the critical path as 2.

Drt
The DRC marker count from the first detailed-route iteration is 131. The detailed-route wire length per cell is 13.0 µm. The DRC violations left is 0. Summed over all layers, the routed wires come to between 7000 and 8000 µm. In the routed layout, each cell is associated on average with a via count of about 5.3. The detailed-router iteration count before antenna repair is 4. The highest signal layer in the routed design is met4. In the per-layer summary, the met1 wirelength comes to between 3000 and 4000 µm. The final antenna-violating net count is 0.

The total vias in the final route is 3,099. Wire segments on met2 add up to 3300 µm in the final route. The antenna cell count is 0. The total met3 wirelength after detailed routing is 274 µm.

Yosys
Synthesis produced a netlist whose cell count is 443. The synthesis log from Yosys contains 6 warnings. The number of enable-type register cells in the synthesized netlist is 1.

The cell area after technology mapping is 0.00428 mm². The synthesis report gives the async set-or-reset register share as 88.5%. The main area contributors are sky130_fd_sc_hd__dfrtp_1 40%, sky130_fd_sc_hd__ha_1 9.9%, sky130_fd_sc_hd__xnor2_1 4.9%, sky130_fd_sc_hd__dfxtp_1 3.7%, sky130_fd_sc_hd__nor2_1 3.7%. The count of unique library cells instantiated by Yosys is 52. The top cell type by total area after synthesis is sky130_fd_sc_hd__dfrtp_1. The flip-flop cell with the highest count after synthesis is sky130_fd_sc_hd__dfrtp_1. The fraction of the yosys area taken by sequential cells is 44.8%. The flip-flop and latch count after synthesis is 78. The synthesized netlist has a Yosys-reported chip area of between 0.004 and 0.005 mm². Each instance of the synthesized netlist takes up on average 9.66 µm².

The area fraction of the largest cell type after synthesis is 40.3%. The number of standard cells reported by yosys is 443.

GRT
The maximum number of pins on one net before global-route repair is 36. The first-pass GRT wire length is 13,300 µm. The number of antenna violations at the first check in global routing was 0. The overflow left after global routing is 0.

The global-route usage over all layers is approximately 20%. The number of global-route vias before repair came to 2,854.

Placed design
The buffer_ports step reported a buffer count of 30. Routability-driven placement finished with a final weighted congestion of 0.915. The half-perimeter wire length after placement is 5440 µm.

Floorplanning
The area of the die is 0.00893 mm². The starting density of the core is 51.8%. The die width is approximately 95 µm. Per the OpenROAD floorplan log, the area of the core is 0.00826 mm². Measured along the y axis, the die boundary spans about 95 µm. The total I/O pin count is 31. The floorplan has 33 rows.

Clocking
The number of buffers on the longest clock path is 2. The post-cts sizing count is 0. The root buffer cell chosen for the clock tree is sky130_fd_sc_hd__clkbuf_8. TritonCTS built the clock tree. The number of hold buffers added after CTS is 0. Buffers inserted during clock tree synthesis total 9. The post-CTS repair timing setup buffer count is 0.

The H-tree depth reported by CTS is 3. At the later pin of the worst-skew pair, clock insertion delay measures 0.35 ns. The number of sinks driven by the clock tree is 78.

On the worst setup and hold paths after CTS, the clock-pin slew comes to 0.08 ns.

Min path
The class of the tightest hold or removal check is reg -> reg. The start point of the worst hold path is displayCounterModule.digit_1[0]$_DFF_PP0_.

Final layout
The area overhead of the layout relative to synthesis is 14.0%. In the final layout, the share of cells above drive strength 1 is 5.80%. Leaving out fill and tap cells, the most frequent cell in the layout is sky130_fd_sc_hd__dfrtp_1. The library cells used most frequently in the layout, excluding fill and tap cells, are 69 x sky130_fd_sc_hd__dfrtp_1, 42 x sky130_fd_sc_hd__nor2_1, 34 x sky130_fd_sc_hd__ha_1.

Pwr
The peak ir drop on the vdd network is 0.0000912 V. The static power due to leakage is 2.13 nW. Power comes to 953 µW.

Total power normalized to cell area comes to 195 mW/mm².

Run
The number of maximum-capacitance violations is 0. The OpenROAD warning count is 36.
[per-stage QoR]
stage	hold slack, ns	area [µm²]	util, %	worst slack (ns)	cells
after global placement	0.381	4690	56.8	2.97	573
after global routing	0.399	4880	59.1	2.43	588
after detailed placement	0.382	4690	56.8	2.88	573
final	0.381	4880	59.1	2.85	588
after floorplan	0.376	4330	-	3.22	455
after CTS	0.387	4880	59.1	2.86	588
[worst min path at each step]
stage / endpoint / slack, ns / cells past startpoint
after CTS: displayCounterModule.seg_1[5]$_DFF_P_ / 0.39 / 1
after global routing: displayCounterModule.seg_1[5]$_DFF_P_ / 0.40 / 1
final: displayCounterModule.seg_1[5]$_DFF_P_ / 0.38 / 1
[where the power goes]
| part | leakage (nW) | internal [mW] | switching, mW |
|---|---|---|---|
| clock network | 0.0927 | 0.183 | 0.182 |
| logic | 1.04 | 0.0289 | 0.0349 |
| registers | 0.996 | 0.518 | 0.00664 |
| total | 2.13 | 0.729 | 0.224 |
[synth_stat cells (4+ instances only)]
library cell	n
sky130_fd_sc_hd__o211ai_1	4
sky130_fd_sc_hd__nor3_1	6
sky130_fd_sc_hd__or2_2	4
sky130_fd_sc_hd__o21ai_0	27
sky130_fd_sc_hd__and3_1	12
sky130_fd_sc_hd__nor3b_1	17
sky130_fd_sc_hd__nand2_1	30
sky130_fd_sc_hd__ha_1	34
sky130_fd_sc_hd__dfxtp_1	8
sky130_fd_sc_hd__nor2b_1	8
sky130_fd_sc_hd__clkbuf_1	16
sky130_fd_sc_hd__nor2_1	42
sky130_fd_sc_hd__nand3_1	23
sky130_fd_sc_hd__nor4_1	5
sky130_fd_sc_hd__xnor2_1	24
sky130_fd_sc_hd__inv_1	21
sky130_fd_sc_hd__nand2b_1	5
sky130_fd_sc_hd__mux2i_1	8
sky130_fd_sc_hd__a21oi_1	20
sky130_fd_sc_hd__dfrtp_1	69
sky130_fd_sc_hd__xor2_1	12
[final cells by class]
class	count	area, µm²
timing repair buffer	33	323
clock buffer	9	124
multi-input combinational	335	2240
tap	105	131
clock inverter	6	63.8
inverter	22	82.6
fill	713	3380
sequential	78	1920
[flip-flops by register name (all words and copies together) (netlist names)]
name,flops
buzzerModule.counter,32
ledModule.higher_8_led,1
displayCounterModule.counter,17
displayCounterModule.seg_0,7
displayCounterModule.counter_select,1
ledModule.led_output,8
displayCounterModule.seg_1,1
displayCounterModule.digit_1,1
keyControlModule.key_out_on,1
keyControlModule.key_out,4
displayCounterModule.digit_0,4
buzzerModule.buzzer,1
[cell families after synthesis]
kind of cell | count (synthesis) | synth area share (%)
other | 1 | 0.0876
adders and majority gates | 35 | 10.2
muxes | 8 | 1.87
AOI/OAI and AO/OA | 75 | 10.7
xor gates and xnor gates | 36 | 7.37
buffers and inverters | 42 | 4.00
DFF | 78 | 44.8
and+or+nand+nor | 168 | 21.0
[routing by layer]
layer	global-route usage [%]	vias to the layer above
li1	-	1593
met1	32.2	1439
met2	29.2	56
met3	3.19	11
met4	2.65	0
met5	0	-
Power is estimated from default activity; no workload was simulated.
