==> design/flow/design.v <==
module buzzer (
    input  clk,
    input  rst,
    input key_on,
    input [4:0] key,
    output reg buzzer
);
reg [31:0] counter;
reg [31:0] freq [16:0]; 
initial begin
    freq[0] = 100000000 / 261 / 2;  
    freq[1] = 100000000 / 293 / 2;  
    freq[2] = 100000000 / 329 / 2;  
    freq[3] = 100000000 / 349 / 2;  
    freq[4] = 100000000 / 392 / 2;  
    freq[5] = 100000000 / 440 / 2;  
    freq[6] = 100000000 / 493 / 2;  
    freq[7] = 100000000 / 523 / 2;  
    freq[8] = 100000000 / 587 / 2;  
    freq[9] = 100000000 / 659 / 2;  
    freq[10] = 100000000 / 698 / 2;  
    freq[11] = 100000000 / 784 / 2;  
    freq[12] = 100000000 / 880 / 2;  
    freq[13] = 100000000 / 987 / 2;  
    freq[14] = 100000000 / 1046 / 2;  
    freq[15] = 100000000 / 1174 / 2;  
end
always @(posedge clk or posedge rst) begin
    if (rst) begin
        counter <= 0;
        buzzer <= 0;
    end else if (counter >= freq[key]) begin
        counter <= 0;
        buzzer <= ~buzzer;
    end else if(key_on)begin
        counter <= counter + 1;
    end else begin
        counter <= 0;
        buzzer <= 0;
    end
    end
endmodule
module keyControl (
    input clk,
    input rst,
    input key_on,
    input [7:0] key,
    input higher_8,
    output reg [3:0] key_out,
    output reg key_out_on
);
  always @(posedge clk or posedge rst) begin
    if (rst) begin
      key_out <= 0;
      key_out_on <= 0;
    end else if (key_on) begin
      key_out_on <= 1;
      if (~higher_8) begin
        case (key)
        8'h01:   key_out <= 0;
        8'h02:   key_out <= 1;
        8'h04:   key_out <= 2;
        8'h08:   key_out <= 3;
        8'h10:   key_out <= 4;
        8'h20:   key_out <= 5;
        8'h40:   key_out <= 6;
        8'h80:   key_out <= 7;
        default: key_out_on <= 0;
      endcase
      end else begin
        case (key)
        8'h01:   key_out <= 8;
        8'h02:   key_out <= 9;
        8'h04:   key_out <= 10;
        8'h08:   key_out <= 11;
        8'h10:   key_out <= 12;
        8'h20:   key_out <= 13;
        8'h40:   key_out <= 14;
        8'h80:   key_out <= 15;      
        default: key_out_on <= 0;
      endcase
      end
    end else begin
      key_out <= 0;
      key_out_on <= 0;
    end
  end
endmodule
module key_examine(
    input clk,
    input rst,
    input [3:0] key_in,        
    input [3:0] correct_key,   
    output reg correct_key_press  
);
reg [27:0] counter; 
localparam WAIT_TIME = 28'd10_000_000; 
always @(posedge clk or posedge rst) begin
    if (rst) begin
        correct_key_press <= 0;
        counter <= 0;
    end else if (key_in == correct_key) begin
        if (counter < WAIT_TIME) begin
            counter <= counter + 1;
        end else begin
            correct_key_press <= 1;
        end
    end else begin
        correct_key_press <= 0;
        counter <= 0;
    end
end
endmodule
module TopModule(
    input clk,   
    input rst,   
    input [7:0] key_input,     
    input higher_8,            
    input key_on,              
    output [7:0] led_output,   
    output higher_8_led,       
    output buzzer_output,      
    output [6:0] segment_output,  
    output [1:0] digit_select_output  
);
wire [3:0] key_out;
wire [3:0] note_out;
wire key_out_on;
wire note_out_on;
wire [3:0] correct_key_press;
wire [6:0] counter_value;
wire [6:0] time_in;
wire [6:0] time_out;
assign time_in = counter_value;
keyControl keyControlModule(
    .clk(clk),
    .rst(rst),
    .key_on(key_on),
    .key(key_input),
    .higher_8(higher_8),
    .key_out(key_out),
    .key_out_on(key_out_on)
);
ledControl ledModule(
    .clk(clk),
    .rst(rst),
    .current_track(note_out),  
    .playing(key_on),     
    .led_output(led_output),
    .higher_8_led(higher_8_led)
);
PlaySong playSongModule(
    .clk(clk),
    .rst(rst),
    .correct_key_press(correct_key_press),
    .key_on(note_out_on),
    .key(note_out)
);
timer timerModule(
    .clk(clk),
    .rst(rst),
    .time_on(key_on),  
    .time_in(time_in),
    .time_out(time_out)
);
key_examine keyExamineModule(
    .clk(clk),
    .rst(rst),
    .key_in(key_out),
    .correct_key(note_out),
    .correct_key_press(correct_key_press)
);
buzzer buzzerModule(
    .clk(clk),
    .rst(rst),
    .key_on(note_out_on),  
    .key(note_out),        
    .buzzer(buzzer_output)
);
DisplayCounter displayCounterModule(
    .clk(clk),
    .rst(rst),
    .counter_value(time_out),
    .seg(segment_output),
    .digit_select(digit_select_output)
);
endmodule
module ledControl(
    input clk,
    input rst,
    input [3:0] current_track,
    input playing,
    output reg [7:0] led_output,
    output reg higher_8_led
);
  always @(posedge clk or posedge rst) begin
    if (rst) begin
      led_output <= 0;
    end else if (playing) begin
      case (current_track)
        4'h0, 4'h8: begin
          led_output <= 8'b00000001;
          higher_8_led <= (current_track >= 8) ? 1 : 0;
        end
        4'h1, 4'h9: begin
          led_output <= 8'b00000010;
          higher_8_led <= (current_track >= 8) ? 1 : 0;
        end
        4'h2, 4'hA: begin
          led_output <= 8'b00000100;
          higher_8_led <= (current_track >= 8) ? 1 : 0;
        end
        4'h3, 4'hB: begin
          led_output <= 8'b00001000;
          higher_8_led <= (current_track >= 8) ? 1 : 0;
        end
        4'h4, 4'hC: begin
          led_output <= 8'b00010000;
          higher_8_led <= (current_track >= 8) ? 1 : 0;
        end
        4'h5, 4'hD: begin
          led_output <= 8'b00100000;
          higher_8_led <= (current_track >= 8) ? 1 : 0;
        end
        4'h6, 4'hE: begin
          led_output <= 8'b01000000;
          higher_8_led <= (current_track >= 8) ? 1 : 0;
        end
        4'h7, 4'hF: begin
          led_output <= 8'b10000000;
          higher_8_led <= (current_track >= 8) ? 1 : 0;
        end
        default: begin
          led_output <= 0;
          higher_8_led <= 0;
        end
      endcase
    end else begin
      led_output <= 0;
    end
  end
endmodule
module PlaySong(
    input clk,
    input rst,
    input correct_key_press,  
    output reg key_on,
    output reg [3:0] key
);
reg [3:0] song[0:23];
reg [26:0] durations[0:23];
integer i = 0;
reg [27:0] counter = 0;
reg waiting_for_key_press = 1;  
initial begin
    song[0] = 5'd0;   
    song[1] = 5'd0;   
    song[2] = 5'd4;   
    song[3] = 5'd4;   
    song[4] = 5'd5;   
    song[5] = 5'd5;   
    song[6] = 5'd4;   
    song[7] = 5'd3;   
    song[8] = 5'd3;   
    song[9] = 5'd2;   
    song[10] = 5'd2;  
    song[11] = 5'd1;  
    song[12] = 5'd1;  
    song[13] = 5'd0;  
    song[14] = 5'd4;  
    song[15] = 5'd4;  
    song[16] = 5'd3;  
    song[17] = 5'd3;  
    song[18] = 5'd2;  
    song[19] = 5'd2;  
    song[20] = 5'd1;  
    song[21] = 5'd1;  
    song[22] = 5'd0;  
    song[23] = 5'd0;  
end
integer j;
initial begin
    for (j = 0; j < 24; j = j + 1) begin
        durations[j] = 100000000;
    end
end
always @(posedge clk or posedge rst) begin
    if (rst) begin
        i <= 0;
        counter <= 0;
        key_on <= 0;
        waiting_for_key_press <= 1;
    end
    else if (waiting_for_key_press && correct_key_press) begin
        waiting_for_key_press <= 0;
    end
    else if (counter >= durations[i]+50000000 ) begin
        key_on <= 0;
        counter <= 0;
        key <= song[(i + 1) % 24];
        i <= (i + 1) % 24;
        waiting_for_key_press <= 1;  
    end
    else if (!waiting_for_key_press) begin
        counter <= counter + 1;
        if (counter == 50000000) begin
            key_on <= 1;
        end 
    end
    else begin
    end
end
endmodule
module DigitToSegment(
    input [3:0] digit,
    output reg [6:0] seg
);
    always @*
    begin
        case (digit)
            4'b0000: seg <= 7'b0111111;  
            4'b0001: seg <= 7'b0000110;  
            4'b0010: seg <= 7'b1011011;  
            4'b0011: seg <= 7'b1001111;  
            4'b0100: seg <= 7'b1100110;  
            4'b0101: seg <= 7'b1101101;  
            4'b0110: seg <= 7'b1111101;  
            4'b0111: seg <= 7'b0000111;  
            4'b1000: seg <= 7'b1111111;  
            4'b1001: seg <= 7'b1101111;  
            default:  seg <= 7'b0000000;  
        endcase
    end
endmodule
module DisplayCounter (
    input clk,
    input rst,
    input [6:0] counter_value,
    output reg [6:0] seg,
    output reg [1:0] digit_select
);
  reg [3:0] digit_0, digit_1;
  always @(posedge clk or posedge rst) begin
    if (rst) begin
      digit_0 <= 4'b0000;
      digit_1 <= 4'b0000;
    end else begin
      digit_0 <= counter_value % 10;
      digit_1 <= (counter_value / 10) % 10;
    end
  end
  wire [6:0] seg_0_wire, seg_1_wire;
  reg [6:0] seg_0, seg_1;
  DigitToSegment digit0 (
      digit_0,
      seg_0_wire
  );
  DigitToSegment digit1 (
      digit_1,
      seg_1_wire
  );
  always @(posedge clk) begin
    seg_0 <= seg_0_wire;
    seg_1 <= seg_1_wire;
  end
  reg [16:0] counter;
  reg counter_select;
  always @(posedge clk or posedge rst) begin
    if (rst) begin
      counter <= 0;
      counter_select <= 0;
    end else if (counter == 10_000) begin
      counter <= 0;
      counter_select <= counter_select + 1;
    end else begin
      counter <= counter + 1;
    end
  end
  always @(counter_select) begin
    case (counter_select)
       1'b0:  begin
        seg <= seg_0;
        digit_select <= 2'b01;
        end
        1'b1:  begin
        seg <= seg_1;
        digit_select <= 2'b10;
        end
        default: begin
        seg <= 7'b0000000;
        digit_select <= 2'b00;
        end
    endcase
  end
endmodule
module timer(
    input clk,           
    input rst,           
    input time_on,       
    input [6:0] time_in,  
    output reg [6:0] time_out  
);
reg [31:0] counter;   
always @(posedge clk or posedge rst) begin
    if (rst) begin
        counter <= 0;
        time_out <= time_in;
    end else if (time_on && counter < 32'd100000000) begin
        counter <= counter + 1;
    end else if (time_on && counter >= 32'd100000000) begin
        counter <= 0;  
        if (time_out > 0) begin
            time_out <= time_out - 1;
        end
    end else begin
        counter <= 0;  
        time_out <= time_in;
    end
end
endmodule
==> design/flow/run.sh <==
#!/bin/bash
# OpenROAD 26Q1-2900-gdf79404cd8, Yosys 0.63+post, stock flow scripts
make -C /OpenROAD-flow-scripts/flow DESIGN_CONFIG=/design/flow/config.mk WORK_HOME=/design/flow/orfs finish
==> design/flow/config.mk <==
export PLATFORM = sky130hd
export DESIGN_NAME = TopModule
export DESIGN_NICKNAME = TopModule
export VERILOG_FILES = /design/flow/design.v
export SDC_FILE = /design/flow/constraint.sdc
export NUM_CORES = 4
export LEC_CHECK = 1
export CORE_UTILIZATION = 40
==> design/flow/constraint.sdc <==
current_design TopModule

set clk_period 26.0
set clk_io_pct 0.2

create_clock -name clk0 -period $clk_period [get_ports {clk}]

set non_clock_inputs [all_inputs -no_clocks]
set_input_delay [expr $clk_period * $clk_io_pct] -clock clk0 $non_clock_inputs
set_output_delay [expr $clk_period * $clk_io_pct] -clock clk0 [all_outputs]
==> out/qor.csv <==
metric,value,unit
drv_slew,0,
dp_hpwl,22.00,mm
hold_slack,0.4764,ns
grt_overflow,0,
final_cells,2167,
cts_made_buffers,23,
drtPass1Iterations,11,
syn_inst,1670,
switching_share,28.87,%
pwr-share-clk,37.1,%
grt_max_degree,100,
path_clk_slew,0.07,ns
path_max_fanout,11,
power_frac_seq,45.1,%
whs_path_depth,1,
worstMarginPinSlew,0.8237,ns
top_area_share,34.25,%
via_count,11780,
dieArea,37300,sq um
period_used_share,40.71,%
placed_cells,2125,
grt_pass1_vias,10860,
first_iter_violations,762,
route.detailed.drc,0,
hp-class,register to register,
htree_levels,1,
numPortBuffers,29,
start_kind,register,
ys_seq_elements,218,
finalHoldViolCount,0,
die_h,193.1,um
cts_resized,0,
crit_required,26.27,ns
top_cells_by_area,"dfrtp_1, xnor2_1, xor2_1",
netlist_top_cells_count,"nor2_1, dfrtp_1, nand2_1",
critPathTopFamily,AND-OR/OR-AND gates,
antenna_cells_inserted,0,
syn_avg_cell_area,8.751,sq um
cts_root_buf,clkbuf_16,
routed_wl,30.90,mm
final.setup.tns,0,ns
worstRegToRegCells,32,
endpoint_kind,register,
slowest_delay,0.65,ns
vias_per_cell,5.434,
synth_top_cell_by_count,nor2_1,
die_w,193.1,um
postCtsHoldBufs,0,
yosys.area.top_type,dfrtp_1,
crit_cells,32,
grt.total_usage,17.43,%
ir_worst_vdd,0.00004492,V
placed_cell_area,15400,sq um
grt_pass1_wl,53.00,mm
clock_latency,0.51,ns
p_comb_share,17.9,%
avgRoutedWirePerCell,14.26,um
synthArstFlopShare,92.20,%
finClkSkew,0.01753,ns
pin_count,31,
rsz0062_at_grt,false,
rows,69,
cp_slowest_cell,or4_1,
power.leakage,6.825,nW
stdcell_area,16160,sq um
ys_cells,1670,
run_status,completed,
cts.sinks,218,
antenna_found_initial,0,
arrival,10.85,ns
fmax,0.09447,GHz
ys_area,14610,sq um
post_cts_buffers,0,
gp_congestion,0.8939,
cp_num_buf_inv,0,
final_antenna_net_count,0,
power.internal,0.6259,mW
critical_path_class,register to register,
core-area,35740,sq um
maxSlewHeadroom,44.90,%
timing.max_cap.violations,0,
ys_seq_share,36.96,%
netlist_area,14610,sq um
finalSetupViolations,0,
area_growth,10.59,%
layout_min_cycle_time,10.59,ns
fp_util,40.89,%
warnings,46,
clockBufferDepth,3,
power_density,54.45,nW/um^2
yosysUniqueCellTypes,99,
drive_gt1_share,7.386,%
yosys_warnings,19,
p_sw,0.2541,mW
cts_tree,built,
ys.flop_type,dfrtp_1,
power,0.8800,mW
edf_count,3,
stage by stage:
step	setup slack, ns	utilization [%]
floorplan	15.32	-
global placement	15.73	43.09
detailed placement	15.50	43.09
CTS	15.48	45.22
global route	14.43	45.22
finish	15.41	45.22
layer usage:
| metal | up-vias | global-route usage, % | wire [um] |
|---|---|---|---|
| met5 | - | 0 | 0 |
| met4 | 0 | 2.103 | 312 |
| met3 | 27 | 1.662 | 1034 |
| met2 | 173 | 26.46 | 13650 |
| met1 | 5571 | 28.41 | 15900 |
| li1 | 6004 | - | - |
cells by family (layout without fill, tap and decap cells):
group                      Yosys count  after routing  synth area share [%]
and+or+nand+nor                    718            718                 24.91
AOI/OAI and AO/OA                  334            334                 15.92
muxes                               31             31                 2.235
adders and majority gates           53             53                 4.503
buffers and inverters              109            127                 2.945
DFF                                218            218                 36.96
xor gates and xnor gates           206            206                 12.50
other                                1             19               0.02566
state kept, by name, summed over array words and instances, names as in the netlist:
register and count:
buzzerModule.buzzer 1, buzzerModule.counter 32, displayCounterModule.counter 17, displayCounterModule.counter_select 1, displayCounterModule.digit_0 4, displayCounterModule.digit_1 4
displayCounterModule.seg_0 7, displayCounterModule.seg_1 7, keyControlModule.key_out 4, keyExamineModule.correct_key_press 1, keyExamineModule.counter 28, ledModule.led_output 8
playSongModule.counter 28, playSongModule.i 32, playSongModule.key 3, playSongModule.key_on 1, playSongModule.waiting_for_key_press 1, timerModule.counter 32
timerModule.time_out 7
layout make-up:
type / instances / area [sq um]
repair buffers: 43 / 395.4
inverters: 42 / 165.2
fillers: 3362 / 19580
clock buffers: 25 / 603.1
flip-flops and latches: 218 / 5401
multi-input cells: 1361 / 8861
well taps: 461 / 576.8
clock inverters: 17 / 158.9
cells in the final DEF (no fill, tap or decap), types with 19 or more instances in the layout:
cell type	Yosys	routed
and3_1	42	42
xor2_1	101	100
nor2b_1	20	20
nand2_1	153	153
nor2_1	209	209
or3_1	23	23
dfrtp_1	200	200
a21oi_1	59	58
a31oi_1	23	23
conb_1	1	19
nand3_1	78	78
clkbuf_16	0	23
inv_1	42	41
clkdlybuf4s50_1	0	29
ha_1	51	51
xnor2_1	102	102
a21o_1	34	34
nor3_1	44	44
o21ai_0	71	71
nand4_1	31	31
nor4_1	26	26
worst reg2reg max path: cells and delay by family (launching register included):
family	cells	cell delay [ns]
compound gates	18	4.70
simple gates	10	3.38
mux	2	0.81
xor+xnor	1	0.63
flops	1	0.47
fa+ha+maj	1	0.34
power groups by stage:
stage / combinational, mW / clock, mW / sequential, mW
4_1_cts: 0.160 / 0.338 / 0.396
5_1_grt: 0.182 / 0.352 / 0.401
6_report: 0.157 / 0.326 / 0.397
worst paths after layout:
| check | from | endpoint | slack, ns |
|---|---|---|---|
| worst max-delay path | playSongModule.i[0]$_DFFE_PP0P_ | playSongModule.key[0]$_DFFE_PP_ | 15.41 |
| worst min-delay path | displayCounterModule.counter[16]$_DFF_PP0_ | displayCounterModule.counter[16]$_DFF_PP0_ | 0.48 |
| worst max register to register | playSongModule.i[0]$_DFFE_PP0P_ | playSongModule.key[0]$_DFFE_PP_ | 15.41 |
| worst min register to register | displayCounterModule.counter[16]$_DFF_PP0_ | displayCounterModule.counter[16]$_DFF_PP0_ | 0.48 |
| max in group asynchronous | rst | playSongModule.counter[13]$_DFFE_PP0P_ | 19.61 |
| min in group asynchronous | rst | playSongModule.i[4]$_DFFE_PP0P_ | 5.23 |
Power figures rest on the tool's default switching activity, not on a simulated workload.
