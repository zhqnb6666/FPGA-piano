$ cat design/flow/config.mk
export PLATFORM = sky130hd
export DESIGN_NAME = stopwatch
export DESIGN_NICKNAME = stopwatch
export VERILOG_FILES = /design/flow/design.v
export SDC_FILE = /design/flow/constraint.sdc
export NUM_CORES = 4
export LEC_CHECK = 1
export CORE_UTILIZATION = 40
$ cat design/flow/constraint.sdc
current_design stopwatch

set clk_period 7.3
set clk_io_pct 0.2

create_clock -name clk0 -period $clk_period [get_ports {clk}]

set non_clock_inputs [all_inputs -no_clocks]
set_input_delay [expr $clk_period * $clk_io_pct] -clock clk0 $non_clock_inputs
set_output_delay [expr $clk_period * $clk_io_pct] -clock clk0 [all_outputs]
$ cat design/flow/design.v
module stopwatch(
    input clk,          
    input rst,          
    input stop,   
    input start,   
    output reg [31:0] elapsed_time  
);
reg [26:0] counter;        
reg running;               
always @(posedge clk ) begin
    if (rst) begin
        counter <= 0;
        elapsed_time <= 0;
        running <= 0;
    end
    else if(start) begin
        running <= 1;
    end
    else if (stop) begin
        running <= 0; 
    end
    if (running) begin
        counter <= counter + 1;
        if (counter >= 100_000_000) begin  
            elapsed_time <= elapsed_time + 1;  
            counter <= 0;  
        end
    end
end
endmodule
$ cat design/flow/run.sh
#!/bin/bash
# OpenROAD 26Q1-2900-gdf79404cd8, Yosys 0.63+post, stock flow scripts
make -C /OpenROAD-flow-scripts/flow DESIGN_CONFIG=/design/flow/config.mk WORK_HOME=/design/flow/orfs finish
==> flow_metrics.env <==
# source this file to load flow results
export IMPL_status="complete, no violations"
export IMPL_die_h_um=93.20
export IMPL_top_area_cell="edfxtp_1"
export IMPL_antenna_cells=0
export IMPL_clock_sinks=60
export IMPL_cp_num_buf_inv=1
export IMPL_routed_wl_um=7047
export IMPL_grt_usage=0.1812
export IMPL_coreArea_mm2=0.007888
export IMPL_critPathLaunch="elapsed_time[8]$_DFF_P_"
export IMPL_ant_nets=0
export IMPL_setup_viol=0
export IMPL_postCtsSetupBuffers=0
export IMPL_grt_max_degree=39
export IMPL_vias_per_cell=5.412
export IMPL_clk_pin_slew_ns=0.06
export IMPL_post_route_util=0.5035
export IMPL_warnings=27
export IMPL_cts_root_buf="clkbuf_8"
export IMPL_synth_distinct_cells=52
export IMPL_path_cells="clkdlybuf4s50_1"
export IMPL_drive_above_1_share=0.08889
export IMPL_period_needed_ns=2.826
export IMPL_grt_pass1_vias=2495
export IMPL_start_kind="flop"
export IMPL_post_dp_cell_area_mm2=0.003765
export IMPL_synthArstFlopShare=0
export IMPL_reg2reg_to="elapsed_time[29]$_DFF_P_"
export IMPL_cts_hold_buf=0
export IMPL_numCtsBuffers=9
export IMPL_first_pass_iters=4
export IMPL_fin_crit_sh=0.3871
export IMPL_crit_type="reg2out"
export IMPL_via_count=2744
export IMPL_synth_stat_cells=364
export IMPL_final_area_mm2=0.003971
export IMPL_lay_top_count="nand3_1"
export IMPL_worstSkewPairLatency_ns=0.33
export IMPL_post_cts_resized=0
export IMPL_crit_required_ns=5.84
export IMPL_gp_congestion=0.7736
export IMPL_critPathTopFamily="buffers and inverters"
export IMPL_timing_fmax_mhz=353.8
export IMPL_powerDensity_mw_per_mm2=187.4
export IMPL_hpwl_um=4554
export IMPL_chipWidth_um=93.20
export IMPL_slowest_delay_ns=0.53
export IMPL_crit_arrival_ns=1.37
export IMPL_worstMarginPinSlew_ns=0.7459
export IMPL_synth_top_cell_area_share=0.2437
export IMPL_hold_violations=0
export IMPL_ff_type="dfxtp_1"
export IMPL_io_buffers=35
export IMPL_maxSlewHeadroom=0.5006
export IMPL_yosysWarnings=1
export IMPL_path_depth=1
export IMPL_edf_count=27
export IMPL_std_cell_rows=32
export IMPL_ctsHtreeMaxLevel=3
export IMPL_cpMaxStageDelayCell="clkdlybuf4s50_1"
export IMPL_leakage_uw=0.001409
export IMPL_grt_antenna_before_repair=0
export IMPL_grt_pass1_wl_um=12210
export IMPL_yosys_area_mm2=0.003327
export IMPL_pin_count=36
export IMPL_fp_dieArea_mm2=0.008686
export IMPL_cts_buffer_depth=2
export IMPL_cp_endpoint="elapsed_time[8]"
export IMPL_rsz0062_at_grt="no"
export IMPL_report_final_slew_viol_count=0
export IMPL_synth_avg_cell_area_um2=9.140
export IMPL_hp_class="reg2reg"
export IMPL_areaGrowthSynthToFinish_pct=19.37
export IMPL_fin_skew_ns=0.005937
export IMPL_setup_tns_ns=0
export IMPL_path_max_fanout=8
export IMPL_rr_startpoint="elapsed_time[8]$_DFF_P_"
export IMPL_endpoint_kind="output pin"
export IMPL_yosys_top_cells_area="edfxtp_1 24%, dfxtp_1 20%, nand3_1 6.9%"
export IMPL_vdd_drop_max_v=0.0001266
export IMPL_final_cell_mix="46 x nand3_1, 42 x nand2_1, 40 x nor2_1, 35 x clkdlybuf4s50_1, 33 x dfxtp_1"
export IMPL_overflow=0
export IMPL_reg2reg_slack_ns=5.04
export IMPL_initCoreUtil=0.4218
export IMPL_wl_per_cell_um=13.90
export IMPL_drv_cap=0
export IMPL_synth_area_mm2=0.003327
export IMPL_synthCells=364
export IMPL_tritoncts="built"
export IMPL_synth_ff_latch_count=60
export IMPL_ff2ff_path_depth=5
export IMPL_ys_seq_frac=0.4423
export IMPL_drtIter0Drc=138
export IMPL_hold_depth=2
export IMPL_drc=0
## kinds of logic after synthesis
kind of cell | count (synthesis) | share of synthesized area
buffers and inverters | 28 | 0.04099
adders and majority gates | 3 | 0.01128
muxes | 1 | 0.003009
AOI/OAI and AO/OA | 46 | 0.1046
xor gates and xnor gates | 24 | 0.06318
and+or+nand+nor | 202 | 0.3347
DFF | 60 | 0.4423
## worst min path at each step
stage / start / slack, ns / to
4_1_cts: elapsed_time[31]$_DFF_P_ / 0.50 / elapsed_time[31]$_DFF_P_
5_1_grt: elapsed_time[19]$_DFF_P_ / 0.53 / elapsed_time[19]$_DFF_P_
6_report: elapsed_time[31]$_DFF_P_ / 0.49 / elapsed_time[31]$_DFF_P_
## synth_stat cells (5+ instances only)
library cell	count
buf_2	7
o211ai_1	5
and3_1	14
nand2_1	42
or4_1	6
nand3b_1	5
nor2_1	40
a21oi_1	11
nand3_1	46
edfxtp_1	27
xnor2_1	9
inv_1	13
xor2_1	15
o21ai_1	8
nand4_1	12
nor3_1	7
or3_1	11
dfxtp_1	33
## per-stage QoR
| stage | instances | hold WS [ns] | worst slack, ns | total power [uW] |
|---|---|---|---|---|
| floorplan | 364 | 0.4408 | 5.060 | 418.1 |
| global placement | 491 | 0.4698 | 4.317 | 431.6 |
| detailed placement | 491 | 0.4882 | 4.288 | 432.5 |
| CTS | 507 | 0.4975 | 4.448 | 753.7 |
| global route | 507 | 0.5284 | 4.384 | 772.6 |
| finish | 507 | 0.4891 | 4.474 | 744.4 |
## sequential cells by signal, summed over array words and instances, names as in the netlist
register	cells
elapsed_time	32
running	1
counter	27
## routing by layer
layer | vias up | wire length, um | global-route usage
met1 | 1280 | 3824 | 0.3294
met2 | 42 | 2868 | 0.2445
met4 | 0 | 106 | 0.02564
li1 | 1413 | - | -
met3 | 9 | 247 | 0.02151
met5 | - | 0 | 0
## power by group
group | internal [uW] | total (uW) | leakage, uW | switching (uW)
Sequential | 366 | 383 | 0.000555 | 16.9
Combinational | 17.6 | 41.8 | 0.000746 | 24.3
Clock | 189 | 319 | 0.000107 | 130
## final cells by class
| cell class | instances | area (um^2) |
|---|---|---|
| Clock inverter | 6 | 78.83 |
| Sequential cell | 60 | 1471 |
| Tap cell | 102 | 127.6 |
| Clock buffer | 10 | 127.6 |
| Inverter | 14 | 55.05 |
| Timing Repair Buffer | 39 | 380.4 |
| Multi-Input combinational cell | 276 | 1730 |
| Fill cell | 704 | 3916 |
Power and IR drop assume default switching activity.
